### /design/flow/config.mk
export PLATFORM = sky130hd
export DESIGN_NAME = downsample
export DESIGN_NICKNAME = downsample
export VERILOG_FILES = /design/flow/design.v
export SDC_FILE = /design/flow/constraint.sdc
export NUM_CORES = 4
export LEC_CHECK = 1
export CORE_AREA = 10 10 92 92
export DIE_AREA = 0 0 102 102
### /design/flow/constraint.sdc
current_design downsample

set clk_period 2.7
set clk_io_pct 0.2

create_clock -name clk0 -period $clk_period [get_ports {clk}]

set non_clock_inputs [all_inputs -no_clocks]
set_input_delay [expr $clk_period * $clk_io_pct] -clock clk0 $non_clock_inputs
set_output_delay [expr $clk_period * $clk_io_pct] -clock clk0 [all_outputs]
### /design/flow/design.v
`timescale 1ns / 1ps
module downsample(clk,reset,x,y);
input clk;
input reset;
input signed[15:0]x;
output reg signed[15:0]y;
reg [5:0]cnt;
parameter sample_num1=4;
parameter sample_num2=31;
reg start_flag=0;
always @(posedge clk) begin
  if(!reset) 
	  begin
	     cnt<=0;
	  end
  else
     begin
	     if(start_flag==0)
		    begin
			    cnt<=cnt+1;
				 if(cnt==sample_num1)
		          begin
			       cnt<=0;
				    y<=(x*8);
					 start_flag<=1;
			       end
		    end
			else
			  begin
			     cnt<=cnt+1;
		        if(cnt==sample_num2)
		          begin
			       cnt<=0;
				    y<=(x*8);
			       end
			  end
     end
end
endmodule
### /design/flow/run.sh
#!/bin/bash
# OpenROAD 26Q1-2900-gdf79404cd8, Yosys 0.63+post, stock flow scripts
make -C /OpenROAD-flow-scripts/flow DESIGN_CONFIG=/design/flow/config.mk WORK_HOME=/design/flow/orfs finish
==> changes_impl.md <==
## Flow update

* Result of the run: completed
* Vertical die dimension at 102 µm
* Static leakage at 0.3858 nW
* Worst path required time at ~2600 ps
* Worst supply voltage drop on vdd at around 120 µV
* Count of fill cells added during filler insertion at 694
* Dominant cell area share at between 50% and 60%
* Number of H-tree levels at 1
* Library cell occupying the most area in the post-synthesis netlist: sky130_fd_sc_hd__edfxtp_1
* Routed vias at 466
* Family with the most delay on the worst path: AND-OR/OR-AND gates
* Routability congestion estimate at approximately 0.74
* Hold-critical path depth at 1
* IO Count at 34
* Clock-pin slew on the worst setup and hold paths at 60 ps
* Pwr dens at 494.6 mW/mm²
* Synth Area in XOR/XNOR at under 10%
* Largest buffer count on any clock path at 2
* Main logic family after synthesis: simple AND/OR/NAND/NOR gates
* Number of buffers added for setup after CTS at 0
* Violation count after the first detailed-routing iteration at 14
* Top fanout value on the critical path at 13
* Placeable core area at between 0.006 and 0.007 mm²
* Crit path buffers/inverters at 0
* Slew margin rel. at 62.19%
* Yosys warning tally at 1
* Reg-to-reg critical path endpoint: y[12]
* Total global routing track utilization at 2.654%
* Hold WC Path Type: flop to flop
* Top cells by area in the synthesized netlist: sky130_fd_sc_hd__edfxtp_1 56%, sky130_fd_sc_hd__dfxtp_1 16%, sky130_fd_sc_hd__nor2_1 3.5%, sky130_fd_sc_hd__ha_1 3.3%, sky130_fd_sc_hd__buf_4 3.0%
* CP arrival at 1680 ps
* Number of inserted diodes at 0
* Detailed placement HPWL at 1177 µm
* Mean Syn Cell Area at 14.28 µm²
* Die Area at 0.01040 mm²
* Number of maximum-capacitance constraint violations at 0
* Final WL at 1476 µm
* Largest stage delay on the critical path at around 520 ps
* Post-detailed-route wirelength per cell at roughly 9.3 µm
* Reg-to-Reg Start: cnt[0]
* Netlist Area Pre-Place at 757.0 µm²
* TritonCTS sink count at 20
* Number of global-route vias before repair at 465
* Drt first pass iters at 3
* Register bit count reported by yosys at 20
* Adder-cell share of the synthesized area at 3.306%
* Kind of end point of the critical path: flop
* Hold buffer count at CTS at 0
* Maximum number of pins on one net before global-route repair at 14
* Worst hold path endpoint: cnt[0]
* Final WS setup at 905.2 ps
* Total clock buffers created by CTS at 3
* R2R setup slack at 910 ps
* Antenna violations before repair at 0
* Ordered list of cells on the worst path: ha_1, nand2_1, nor3_1, o21a_1
* Fin. max-slew vios at 0
* Number of cells upsized or downsized after cts at 0
* Number of nets still failing antenna checks after routing at 0
* Critical path's slowest cell: sky130_fd_sc_hd__o21a_1
* Quantity of I/O buffers inserted on ports at 27
* Final number of setup-violating endpoints at 0
* Crit Path Category: flop to flop
* Clock tree from TritonCTS: done
* Launch point of the worst hold path: cnt[0]
* Area grow syn2layout at 51.90%
* Number of vias per cell after detailed routing at 2.931
* Leading cell types in the layout, fill and taps excluded: 27 x sky130_fd_sc_hd__clkdlybuf4s50_1, 14 x sky130_fd_sc_hd__edfxtp_1, 7 x sky130_fd_sc_hd__nor2_1
* Number of cells in the yosys synthesis report at 53
* Crit start category: flop
* Multiplexer share of the synthesized area at 0%
* Pre-Place Util at 11.72%
* TNS Setup at 0 ps
* Site row count at 29
* Yosys-reported design area after synthesis at around 760 µm²
* Sequential element share of the synthesized area at 71.40%
* Number of library cell types mapped by synthesis at 19
* Gate count of the mapped netlist at around 53
* Grt ovf at 0
* Most used logic cell in the final layout: sky130_fd_sc_hd__clkdlybuf4s50_1
* Clk Latency, worst-skew pair at 240 ps
* Maximum achievable frequency at about 560 MHz
* Ratio of cells with drive above 1 in the final layout at 7.317%
* Unrepaired setup endpoints after global routing: false
* Worst slack, placed at 743.3 ps
* Post-detailed-route DRC marker count at 0
* And+or+nand+nor area frac at 11.07%
* Clock Root Buffer: sky130_fd_sc_hd__clkbuf_8
* Worst Max-Slew Pin Slew at 567.1 ps
* Path depth of the worst reg2reg path at 4
* Hold violation count in the final report at 0
* Die Wd at around 100 µm
* Period utilization at between 60% and 70%
* First-pass GRT wire length at 2228 µm
* Clock skew after layout at 1.155 ps
* Compound-Gate Fraction of Synth Area at 4.132%
* Minimum period implied by the final worst setup slack at ~1800 ps
* Log Warnings at 29
-- cell type report --
cell class	count	area, µm²	share of cell area, %
multi-input cells	28	186.4	16.21
inverters	4	15.01	1.306
clock buffers	3	41.29	3.591
well taps	77	96.34	8.379
repair buffers	27	270.3	23.50
flip-flops and latches	20	540.5	47.01
-- through the flow --
step / cell area [µm²] / instances / total power, mW / utilization [%] / hold slack, ps
2_1_floorplan: 764.5 / 55 / 0.3700 / - / 429.7
3_3_place_gp: 1109 / 156 / 0.3939 / 17.16 / 449.9
3_5_place_dp: 1109 / 156 / 0.3947 / 17.16 / 456.0
4_1_cts: 1150 / 159 / 0.5779 / 17.80 / 472.2
5_1_grt: 1150 / 159 / 0.5980 / 17.80 / 485.9
6_report: 1150 / 159 / 0.5687 / 17.80 / 474.8
-- kinds of logic (layout without fill, tap and decap cells) --
family,after synthesis,count (layout)
DFF,20,20
and+or+nand+nor,16,16
buffers and inverters,7,34
xor gates and xnor gates,4,4
AOI/OAI and AO/OA,3,3
adders and majority gates,2,2
other,1,3
-- worst max path at each step --
stage     cells past startpoint  slack (ps)  startpoint    end
4_1_cts                       5         900      cnt[0]   y[3]
6_report                      4         910      cnt[0]  y[12]
5_1_grt                       5         790      cnt[0]   y[4]
-- cells in the mapped netlist, drive strengths merged --
cell type  count
o31ai          1
nand2          2
nand2b         2
edfxtp        14
o41ai          1
buf            3
dfxtp          6
o21a           1
xnor2          2
xor2           2
inv            4
nor2           7
conb           1
nor4           1
ha             2
or2            1
nand3          2
nor3           1
-- metal layers --
metal	vias up	track usage (%)	wire length, µm
met4	0	0.5423	17
met5	-	0	0
li1	235	-	-
met1	198	4.003	796
met3	2	1.363	212
met2	31	3.259	450
-- where the power goes --
part | switching [mW] | internal (mW)
Combinational | 0.0165 | 0.0302
Sequential | 0.00583 | 0.335
Clock | 0.0821 | 0.0987
Total | 0.104 | 0.464
-- flip-flops by register name, summed over array words and instances, names as in the netlist --
name,count
cnt,6
y,13
start_flag,1
Power figures rest on the tool's default switching activity, not on a simulated workload.
